==> design.v <==
module datamemory(clk, cmd_in, addr_in, data);
	input [7:0] addr_in;
	input clk, cmd_in;
	inout [7:0] data;
	reg [7:0] dm [7:0];
	reg [7:0] tempData;
	always @(posedge clk)	
		begin
			if (cmd_in == 1'b0)  
				begin 
					tempData[7:0] = dm[addr_in][7:0];
				end
			else if (cmd_in == 1'b1)  
				begin	
					tempData[7:0]=8'b00000000;
					dm[addr_in] = data;
				end
		end
	assign data = tempData;
	initial
	begin
 		dm[00000000] = 0;
		dm[00000011] = 3;
		dm[00000101] = 5;
		dm[00000111] = 7;
		dm[00001010] = 10;
		dm[00001110] = 14;
		dm[00010001] = 17;
		dm[00010100] = 20;
		dm[00010110] = 22;
		dm[00011000] = 24;
		dm[00011010] = 26;
		dm[00011011] = 27;
		dm[00011101] = 29;
		dm[00011111] = 31;
		dm[00100001] = 33;
		dm[00100100] = 36;
		dm[00100101] = 37;
		dm[00101010] = 42;
		dm[00110011] = 51;
		dm[00110111] = 55;
	end
endmodule
==> run.sh <==
#!/bin/bash
# OpenROAD 26Q1-2900-gdf79404cd8, Yosys 0.63+post, stock flow scripts
make -C /OpenROAD-flow-scripts/flow DESIGN_CONFIG=/design/flow/config.mk WORK_HOME=/design/flow/orfs finish
==> config.mk <==
export PLATFORM = sky130hd
export DESIGN_NAME = datamemory
export DESIGN_NICKNAME = datamemory
export VERILOG_FILES = /design/flow/design.v
export SDC_FILE = /design/flow/constraint.sdc
export NUM_CORES = 4
export LEC_CHECK = 1
export CORE_UTILIZATION = 40
==> constraint.sdc <==
current_design datamemory

set clk_period 1.9
set clk_io_pct 0.2

create_clock -name clk0 -period $clk_period [get_ports {clk}]

set non_clock_inputs [all_inputs -no_clocks]
set_input_delay [expr $clk_period * $clk_io_pct] -clock clk0 $non_clock_inputs
set_output_delay [expr $clk_period * $clk_io_pct] -clock clk0 [all_outputs]
==> notes.md <==
fresh numbers from the pnr run: crit path DAT=about 1.6 ns, kind of critical path=primary input to flop, Die Ht=approximately 85 um, Vias/cell=5.24, Highest Signal Layer=met4, yosys cell count=153, core area=6530 um2, Worst Clk Skew=0.00498 ns, Startpoint Class=primary input, Max-cap violations=0, Hold Path Class=primary input to flop, Hold-fix buffers, CTS=0, die x size=85.2 um, FP Core Util=between 40% and 50%, post-synthesis cell count=153, first-pass detailed-route iteration total=4, part of the cycle the worst path needs=83.3%, total power draw=0.00321 W, CTS sink count=72, WL met1=approximately 2000 um, chip area=slightly above 7000 um2, syn_area_per_cell=18.1 um2, antenna cells=0, first-pass GRT wire length=~7300 um, worst hold start=data[3], DR iter-0 viols=52, GP Congestion=0.809, largest net degree at the start of global routing=16, Pins Over Slew Limit=0, Top cells excl fill/tap=edfxtp_1 (64), mux2i_1 (32), buf_4 (18), pwr dens=roughly 1000 nW/um2, P_leak=1.15 nW, Gates resized, CTS repair=0, DR WL/cell=17.7 um, total track usage=14.9%, CP Capture Type=flop, post-route cell area=3210 um2, post-route ant nets=0, fin crit period=1.58 ns, wire length on met3=335 um, Max FO, Critical Path=6, RSZ-0062 raised after global routing=no, RR Startpoint=dm[0][4], peak supply drop=0.511 mV, vias in the first global route=around 1400, final setup violation count=0, Final Instance Count excl. Fillers=262, antenna violations before repair=0, htree depth=3, Slew HR=70.1%, CTS tree=yes, Max clock buf depth=2, share of cells above drive strength 1=22.7%, synth unique cells=16, placed insts=246, Worst-path clk slew=0.07 ns, Seq share, synth=75.1%, postcts setup bufs=0, Post-synth regs=72, WL final=4650 um, row cnt=29, DRC errors left=0, synth warn=1, Least-Margin Pin Slew=approximately 0.45 ns, HPWL after detailed placement=3160 um, final hold vios=0, DP Area=3000 um2, Ports=18, vias after detailed routing=1372, CP startpoint=addr_in[2], status=finished clean, synthesized cell area=2770 um2, Layout area overhead=15.8%, R2R setup slack=0.99 ns, GRT overflow=0, Num CTS Buffers=9, port bufs=4, most numerous logic cell after layout=edfxtp_1, Tool Warnings=158, required time worst endpoint=1.95 ns, Latency at later pin=0.33 ns, root buf cell=clkbuf_8, Yosys chip area=~2800 um2, metal2 WL=2260 um, Max Fclk=0.632 GHz
==> where the power goes <==
group          internal, W  total, W  leakage, nW  switching, W
logic            0.0000778  0.000168        0.391     0.0000899
registers          0.00177   0.00181        0.660     0.0000326
clock network     0.000732   0.00124       0.0999      0.000508
==> cells by family (layout without fill, tap and decap cells) <==
family | after synthesis | after routing | share of synthesized area (%)
DFF | 72 | 72 | 75.1
muxes | 32 | 32 | 11.6
AOI/OAI and AO/OA | 24 | 24 | 7.45
and+or+nand+nor | 17 | 17 | 2.93
buffers and inverters | 8 | 40 | 2.93
==> layout make-up <==
| cell class | instances | area [um2] |
|---|---|---|
| Clock inverter | 6 | 83.8 |
| Multi-Input combinational cell | 73 | 608 |
| Fill cell | 527 | 3320 |
| Clock buffer | 10 | 128 |
| Sequential cell | 72 | 2080 |
| Tap cell | 77 | 96.3 |
| Timing Repair Buffer | 24 | 210 |
==> per-layer routing <==
| layer | GRT usage, % | up-vias |
|---|---|---|
| met5 | 0 | - |
| met4 | 2.31 | 0 |
| met3 | 6.12 | 5 |
| met2 | 22.9 | 35 |
| met1 | 22.4 | 677 |
| li1 | - | 655 |
==> worst max-delay path, cell delays in order <==
cell	delay (ns)
clkdlybuf4s50_1	0.57
nand2_1	0.15
nor3_1	0.31
buf_4	0.21
==> sequential cells by signal (all words and copies together) (netlist names) <==
register and cells:
dm 64, data 8
==> Yosys cell counts <==
| library cell | instances | share of area [%] |
|---|---|---|
| edfxtp_1 | 64 | 69 |
| mux2i_1 | 32 | 12 |
| o22a_1 | 16 | 5.1 |
| dfxtp_1 | 8 | 5.8 |
| a21oi_2 | 7 | 2.2 |
| nor2_1 | 6 | 0.81 |
| nand2b_1 | 5 | 1.1 |
| nand2_1 | 3 | 0.41 |
| buf_12 | 2 | 1.4 |
| buf_6 | 2 | 0.81 |
| clkbuf_2 | 2 | 0.36 |
| nor3_1 | 2 | 0.36 |
| a21oi_1 | 1 | 0.18 |
| buf_2 | 1 | 0.18 |
| clkbuf_1 | 1 | 0.14 |
| or2_1 | 1 | 0.23 |
==> final timing paths <==
path | to | cells after the start
max | dm[4][7] | 4
min | dm[7][3] | 0
max reg2reg | data[4] | 3
min reg2reg | dm[7][3] | 0
==> metrics by stage <==
step | setup WS [ns] | hold slack (ns) | util (%) | setup TNS, ns
6_report | 0.318 | 0.211 | 49.1 | 0
5_1_grt | 0.254 | 0.202 | 49.1 | 0
4_1_cts | 0.330 | 0.203 | 49.1 | 0
3_5_place_dp | -0.00958 | 0.557 | 45.9 | -0.0559
3_3_place_gp | 0.00520 | 0.556 | 45.9 | 0
2_1_floorplan | 0.185 | 0.507 | - | 0
No activity file was given, so power comes from the tool's default toggle rates.
