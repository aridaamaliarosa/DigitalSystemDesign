File: flow/design.v
module alu(op,in1, in2, result, clk);
	input clk;
	input [7:0] op, in1, in2;
	output [7:0] result;
	reg[7:0] hasil;
	always @ (posedge clk) 
	begin
		if (op == 8'b00000001) 
		begin
			hasil <= in1 + in2;
		end
		else if (op == 8'b00000010) 
		begin 
			hasil <= in1 - in2;
		end 
		else if (op == 8'b00001111) 
		begin 
			hasil <= in1 & in2;
		end
		else if (op == 8'b00010000) 
		begin 
			hasil <= in1 | in2;
		end
		else if (op == 8'b00001110) 
		begin 
			hasil <= in1 + 11111111;
		end 
		else if (op == 8'b00010001) 
		begin 
			hasil <= in1 ^ in2;
		end 
		else if (op == 8'b00010011) 
		begin
			hasil <= {1'b0, in1[7:1]};
		end
		else if (op == 8'b00010100) 
		begin
			hasil <= {in1[6:0], 1'b0};
		end
	end
	assign result = hasil;
endmodule
module cpu( clk, data_program,
			addr_memory, addr_program, cmd_memory,
			data_memory);
input clk;
input [7:0] data_program;
output[7:0] cmd_memory, addr_memory, addr_program;
inout [7:0] data_memory;
wire [7:0] ins_alu, in1, in2, res;  
wire [7:0] commandmemory, datamemory, addrmemory;  
wire [7:0] pc_wire, instruction_wire ;  
cu controlunit(clk, 
				commandmemory, addrmemory, datamemory, 	 
				pc_wire, instruction_wire, 				 
				ins_alu, in1, in2, res); 				 
alu aritmetik(ins_alu, in1, in2, res, clk);  
memoryint memint(commandmemory, cmd_memory, addrmemory, addr_memory, datamemory, data_memory, clk);
progmemint progint(clk, addr_program, pc_wire, data_program, instruction_wire);
endmodule
module cu (clk,
			cmd_memory,addr_memory,data_memory,  
			addr_program,data_program,			 
			ins_alu,in1,in2,result); 			 
input clk;
input [7:0] data_program, result;
output[7:0] addr_memory, addr_program, cmd_memory, ins_alu, in1, in2;
inout [7:0] data_memory;
reg [7:0] cir, operand1, operand2, pc;  
reg [7:0] temp_ins_alu, temp_in1, temp_in2;  
reg [7:0] temp_addr_mem, temp_cmd_mem, temp_data_mem;  
reg [2:0] gpr [7:0];
reg [3:0] step;
reg data_in;  
initial
	begin
		pc = 8'b00000000;
	end 
assign ins_alu = temp_ins_alu;
assign in1 = temp_in1;
assign in2 = temp_in2;
assign addr_memory = temp_addr_mem;
assign addr_program = pc;
assign cmd_memory = temp_cmd_mem;
assign data_memory = (data_in) ? 8'bzzzzzzzz : temp_data_mem;
always @ (posedge clk) 
	begin
			if(step == 4'b0001)  
			begin
				cir=data_program;
				step = 4'b0010;
			end 
			else if(step == 4'b0010)
			begin
				if(cir == 8'b00000000 || cir == 8'b00010010 || cir == 8'b00001110 )  
				begin				
					if(cir == 8'b00010010)  
					begin
						gpr[0][7:0]=8'b00000000;
						step=4'b1111;
					end 
					else if(cir==8'b00000000)  
					begin
						step=4'b1111;
					end 
					else if(cir==8'b00001110 || cir == 8'b00010011|| cir == 8'b00010100) 
					begin
						temp_ins_alu=cir;
						temp_in1=gpr[0][7:0];
						step= 4'b0011;
					end 
				end 
				else if(cir == 8'b00000011 || cir==8'b00000001|| cir==8'b00000010|| cir==8'b00001111|| cir==8'b00000111 || cir==8'b00010000|| cir==8'b00010001) 
				begin
					pc=pc+1'b1;
					step= 4'b0011;
				end 
				else if (cir == 8'b00000100 || cir == 8'b00000101 || cir == 8'b00000110 || cir == 8'b00001000 || cir == 8'b00001001 || cir == 8'b00001100 || cir == 8'b000001101)  
				begin
					pc=pc+1'b1;
					step= 4'b0011;
				end
			end 
			else if (step == 4'b0011)
			begin
				if(cir==8'b00001110 || cir == 8'b00010011|| cir == 8'b00010100) 
				begin
					gpr[0][7:0] = result;
					step=4'b1111;			
				end 
				else if(cir == 8'b00000011)  
				begin
					operand1 = data_program;
					gpr[operand1[2:0]] = gpr[operand1[6:4]];
					step=4'b1111;
				end
				else if(cir == 8'b00000111)  
				begin
					operand1 = data_program;
					pc = operand1;
					step = 4'b0001;
					cir = 8'b00000000;
					temp_in1 = 8'b00000000;
					data_in = 1'b1;
				end
				else if(cir==8'b00000001|| cir==8'b00000010|| cir==8'b00001111|| cir==8'b00010000|| cir==8'b00010001)   
				begin
					operand1 = data_program;
					temp_ins_alu = cir;
					temp_in1 = gpr[0][7:0];
					temp_in2 = gpr[operand1[2:0]][7:0];
					step = 4'b0100;
				end
				else if (cir == 8'b00000100 || cir == 8'b00000101 || cir == 8'b00000110 || cir == 8'b00001000 || cir == 8'b00001001 || cir == 8'b00001100 || cir == 8'b000001101)  
				begin
					operand1 = data_program;
					if(cir == 8'b00001000)  
					begin
						if(gpr[operand1[2:0]][operand1[6:4]])
						begin
							pc=pc+1'b1;
							step = 4'b0100;
						end
						else
						begin
							step=4'b1111;
						end
					end
					else if(cir == 8'b00001001)  
					begin
						if(gpr[operand1[2:0]][operand1[6:4]])
						begin
							step=4'b1111;
						end
						else
						begin
							pc=pc+1'b1;
							step = 4'b0100;
						end
					end
					else if(cir == 8'b00001100)  
					begin
						if(gpr[operand1[2:0]] == 8'b00000000)
						begin
							pc=pc+1'b1;
							step = 4'b0100;
						end
						else 
						begin
							step = 4'b1111;
						end
					end
					else if(cir == 8'b00001101)  
					begin
						if(gpr[operand1[2:0]] == 8'b00000000)
						begin
							step = 4'b1111;
						end
						else 
						begin
							pc=pc+1'b1;
							step = 4'b0100;
						end
					end
					else if(operand1 == 00000101)  
					begin
						temp_addr_mem = operand1;
						temp_cmd_mem = 8'b00000000;
						data_in = 1'b1;
						pc = pc+1'b1;
						step = 4'b0100;
					end
					else
					begin
						pc=pc+1'b1;
						step = 4'b0100;
					end
				end
			end
			else if(step == 4'b0100)
			begin
				if(cir==8'b00000001|| cir==8'b00000010|| cir==8'b00001111|| cir==8'b00010000|| cir==8'b00010001)   
				begin
					gpr[0][7:0] = result;
					step=4'b1111;
				end
				else if (cir == 8'b00000100 || cir == 8'b00000101 || cir == 8'b00000110 || cir == 8'b00001000 || cir == 8'b00001001 || cir == 8'b00001100 || cir == 8'b000001101)  
				begin
					if(cir == 8'b00000100)  
					begin
						operand2 = data_program;
						temp_addr_mem = operand2;
						temp_cmd_mem = 8'b00000001;  
						temp_data_mem = gpr[operand1[2:0]];
						data_in = 1'b0;
						step = 4'b1111;
					end
					else if(cir == 8'b00000101)  
					begin
						operand2 = data_program;
						gpr[operand2[2:0]] = data_memory;
						step = 4'b1111;
					end
					else if(cir == 8'b00000110)  
					begin
						operand2 = data_program;
						gpr[operand2[2:0]] = operand1;
						step = 4'b1111;
					end
					else if(cir == 8'b00001100 || cir == 8'b00001101 || cir == 8'b00001000 || cir == 8'b00001001 )  
					begin
						operand2 = data_program;
						pc = operand2;
						step=4'b0001;
					end
				end
			end
			else if (step == 4'b1111)
			begin
				cir = 8'b00000000;
				temp_in1 = 8'b00000000;
				data_in = 1'b1;
				step = 4'b0001;
				pc = pc + 1'b1;
			end
	end
endmodule
module memoryint(cmd_in, cmd_out, addr_in, addr_out, data_cu, data_dm, clk);
	input clk, cmd_in;
	input [7:0] addr_in;
	output [7:0] cmd_out, addr_out;  
	inout [7:0] data_cu, data_dm;    
	reg [7:0] tempData_dm,tempData_cu;
	assign data_cu = cmd_in? 8'bzzzzzzzz : tempData_cu ;  
	assign data_dm = cmd_in? tempData_dm : 8'bzzzzzzzz ;  
	always @ (posedge clk) 
	begin
			if (cmd_in == 1'b0)  
				begin 
					tempData_cu=data_dm;
				end
			else if (cmd_in == 1'b1)  
				begin	
					tempData_dm=data_cu;
				end		
	end
	assign cmd_out = cmd_in;
	assign addr_out = addr_in;
endmodule
module progmemint(clk, addr_out, pc, data_pm, ins);
	input clk;
	input [7:0] pc, data_pm;  
	output [7:0] ins, addr_out;  
	assign addr_out=pc;
	assign ins=data_pm;
endmodule
File: flow/run.sh
#!/bin/bash
# OpenROAD 26Q1-2900-gdf79404cd8, Yosys 0.63+post, stock flow scripts
make -C /OpenROAD-flow-scripts/flow DESIGN_CONFIG=/design/flow/config.mk WORK_HOME=/design/flow/orfs finish
File: flow/config.mk
export PLATFORM = sky130hd
export DESIGN_NAME = cpu
export DESIGN_NICKNAME = cpu
export VERILOG_FILES = /design/flow/design.v
export SDC_FILE = /design/flow/constraint.sdc
export NUM_CORES = 4
export LEC_CHECK = 1
export CORE_UTILIZATION = 50
File: flow/constraint.sdc
current_design cpu

set clk_period 7.4
set clk_io_pct 0.2

create_clock -name clk0 -period $clk_period [get_ports {clk}]

set non_clock_inputs [all_inputs -no_clocks]
set_input_delay [expr $clk_period * $clk_io_pct] -clock clk0 $non_clock_inputs
set_output_delay [expr $clk_period * $clk_io_pct] -clock clk0 [all_outputs]
==> job_summary.md <==
## Implementation flow summary

| Metric | Value |
|---|---|
| # Cells Yosys | between 400 and 500 |
| Post-synthesis async set-or-reset flop share | 0 |
| Failing step | synthesis (1_2_yosys) |
| Flip-flop and latch count after synthesis | between 80 and 90 |
| Cell Type Count | approximately 70 |
| Yosys stat area | 4980 um2 |
| Count of library flops with an enable pin | a little under 80 |
| Synth warn | 30 |
| Main synth FF type | sky130_fd_sc_hd__edfxtp_1 |
| Seq/Total Area, Yosys | 0.496 |
| Result of the run | did not finish |
| First Error | ERROR: Found 3 problems in 'check -assert'. |
[cells in the mapped netlist, types with 8 or more instances]
master / n / area, um2
sky130_fd_sc_hd__clkbuf_1: 22 / 82.6
sky130_fd_sc_hd__edfxtp_1: 79 / 2370
sky130_fd_sc_hd__nor2b_1: 11 / 68.8
sky130_fd_sc_hd__ha_1: 8 / 100
sky130_fd_sc_hd__a221oi_1: 10 / 87.6
sky130_fd_sc_hd__nand2b_1: 8 / 50.1
sky130_fd_sc_hd__inv_1: 18 / 67.6
sky130_fd_sc_hd__a21oi_1: 25 / 125
sky130_fd_sc_hd__buf_4: 12 / 90.1
sky130_fd_sc_hd__nand2_1: 33 / 124
sky130_fd_sc_hd__nand3_1: 16 / 80.1
sky130_fd_sc_hd__nor2_1: 33 / 124
sky130_fd_sc_hd__o21ai_1: 20 / 100
sky130_fd_sc_hd__mux2_1: 10 / 113
sky130_fd_sc_hd__mux2i_1: 24 / 240
sky130_fd_sc_hd__nor3_1: 9 / 45.0
[logic make-up after synthesis]
family                     after synthesis  share of synthesized area
buffers and inverters                   62                     0.0613
other                                    1                   0.000753
xor gates and xnor gates                 9                     0.0158
and+or+nand+nor                        161                      0.175
adders and majority gates                8                     0.0201
AOI/OAI and AO/OA                      108                      0.147
DFF                                     84                      0.496
muxes                                   38                     0.0829
